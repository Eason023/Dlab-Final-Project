<file path="./design.v">
module com_player_weak (
    input wire clk,
    input wire rst_n,
    input wire [9:0] ball_x,
    input wire [9:0] ball_y,
    input wire [9:0] my_pos_x, 
    input wire [9:0] my_pos_y,
    output reg op_move_left,
    output reg op_move_right,
    output reg op_jump,
    output reg op_smash
);
    localparam CENTER_X  = 10'd210;  
    localparam NET_X     = 10'd160;  
    localparam TOLERANCE = 10'd5;    
    always @(posedge clk or negedge rst_n) begin
        if (!rst_n) begin
            op_move_left  <= 0;
            op_move_right <= 0;
            op_jump       <= 0;
            op_smash      <= 0;
        end else begin
            op_move_left  <= 0;
            op_move_right <= 0;
            if (ball_x > NET_X) begin 
                if (ball_x > my_pos_x + TOLERANCE) 
                    op_move_right <= 1'b1;
                else if (ball_x < my_pos_x - TOLERANCE) 
                    op_move_left  <= 1'b1;
            end else begin 
                if (my_pos_x > CENTER_X + TOLERANCE) 
                    op_move_left  <= 1'b1;
                else if (my_pos_x < CENTER_X - TOLERANCE) 
                    op_move_right <= 1'b1;
            end
            if (ball_x > NET_X && 
               (ball_x > my_pos_x - 30 && ball_x < my_pos_x + 30) && 
               (ball_y < 10'd200)) begin
                op_jump <= 1'b1;
            end else begin
                op_jump <= 1'b0;
            end
            if ((ball_x > my_pos_x - 20 && ball_x < my_pos_x + 20) && 
                (ball_y > my_pos_y - 40 && ball_y < my_pos_y + 40)) begin
                op_smash <= 1'b1;
            end else begin
                op_smash <= 1'b0;
            end
        end
    end
endmodule
</file>
<file path="./run.sh">
#!/bin/bash
# OpenROAD 26Q1-2900-gdf79404cd8, Yosys 0.63+post, stock flow scripts
make -C /OpenROAD-flow-scripts/flow DESIGN_CONFIG=/design/flow/config.mk WORK_HOME=/design/flow/orfs finish
</file>
<file path="./config.mk">
export PLATFORM = sky130hd
export DESIGN_NAME = com_player_weak
export DESIGN_NICKNAME = com_player_weak
export VERILOG_FILES = /design/flow/design.v
export SDC_FILE = /design/flow/constraint.sdc
export NUM_CORES = 4
export LEC_CHECK = 1
export CORE_UTILIZATION = 40
</file>
<file path="./constraint.sdc">
current_design com_player_weak

set clk_period 1.0
set clk_io_pct 0.2

create_clock -name clk0 -period $clk_period [get_ports {clk}]

set non_clock_inputs [all_inputs -no_clocks]
set_input_delay [expr $clk_period * $clk_io_pct] -clock clk0 $non_clock_inputs
set_output_delay [expr $clk_period * $clk_io_pct] -clock clk0 [all_outputs]
</file>
==> run notes <==
Purpose: to document the outcome of synthesis and place and route.

STA
After routing, the total negative slack on setup checks comes to -4570 ps. At the pin with the least slew margin, the transition time is 391 ps. The final timing report lists a max-slew violation count of 0.

Setup repair after global routing could not meet its margin everywhere. The final cycle utilization of the critical path is 225%. The final period demand of the worst path is 2250 ps. The worst path setup slack after routing is -1250 ps. The highest attainable clock frequency is 0.444 GHz. The hold violation count in the final report is 0. The tightest slew margin relative to the limit is 74.0%. The final setup violation count is 4.

Synth
The proportion of register bits with asynchronous set or reset after synthesis is 100%. The synthesis report lists the most area-consuming cells as sky130_fd_sc_hd__ha_1, sky130_fd_sc_hd__xor2_1, sky130_fd_sc_hd__xnor2_1. Looking at area per cell type in the netlist, the leader is sky130_fd_sc_hd__ha_1. After synthesis the cells add up to 0.00278 mm2. The proportion of netlist area held by the largest area contributor is 37.3%.

The synthesized netlist cell count is 363. Per the synthesis report, the number of distinct cell types is 40. The average size of a mapped cell is 7.67 um2.

In this run, synthesis inferred 0 flip-flops with an integrated enable. The commonest register cell is sky130_fd_sc_hd__dfrtp_1. The chip area estimate from yosys synthesis is 0.00278 mm2. The synth_stat.txt file lists the number of cells as 363. The register area share after synthesis is 3.60%. The Yosys warning count is 1.

The synthesized design contains 4 register bits.

Cells and area
In the final layout, the share of cells above drive strength 1 is 33.4%. The area growth from synthesis to final layout is 61.0%. Summing all non-filler instances in the final layout gives an area of 0.00448 mm2.

Leaving out filler cells and counting taps, the final layout contains 586.

Setup path
The report shows a maximum critical-path fanout of 3. For reference, the critical path cell chain is buf_12 > inv_12 > ha_4 > a21oi_4 > nand3b_1 > nor2_2 > xnor2_1 > ha_1 > a21oi_1 > nor2b_1 > o21ai_1 > a31oi_2 > or4_1 > o21ai_1. The delay of the slowest critical-path stage is 470 ps. In the setup report, the worst path falls into the class in2reg.

Counting both buffers and inverters, the worst setup path holds a total of 2. The data arrival at the endpoint of the critical path is 2390 ps. The kind of end point of the critical path is a flip-flop.

The launching element type of the critical path is a primary input. At the worst endpoint, the required time is 1140 ps. The cell with the biggest individual delay on the critical path is sky130_fd_sc_hd__or4_1. The STA report counts the stages on the worst setup path as 14. The largest delay contributor family on the critical path is simple AND/OR/NAND/NOR gates.

The most used cell along the critical path is sky130_fd_sc_hd__o21ai_1.

Power and ir drop
The internal power is 1.55 mW. The share of total power dissipated in combinational logic is 80.2%. The relative contribution of the clock network to total power is 12.8%. The switching share of power is 41.6%. Summing internal, switching and leakage power gives 2.65 mW.

Per the OpenROAD power report, switching power amounts to 1.10 mW. IR analysis of the VDD net gives a maximum drop of 0.315 mV. Registers are responsible for 7.0% of the overall power. The leakage power summed over all cells is 2.09 nW. The ratio of total power to cell area is 590 mW/mm2.

Placement
During placement, the flow inserted port buffers numbering 45. In this run the cell area measured after placement is 0.00409 mm2. Summed over all nets, the half-perimeter wirelength after detailed placement is 7.18 mm. The number of placed cells counting well taps is 573. The final weighted congestion in routability-driven placement is 0.940.

Min path
According to the hold report, the worst path is of the in2async type.

Floorplan
Pin placement for this block handled 46 I/O pins. The width of the die is 85.4 um. After floorplanning, the core was sized to cover 0.00676 mm2. Row generation in the floorplan step produced 30 rows. The die is 85.4 um tall. The overall die area is 0.00730 mm2. The core utilization at floorplan is 41.2%.

Detailed routing
The tally of nets with antenna violations remaining after routing is 0. The vias after detailed routing is 3,134. After detailed routing, the number of remaining DRC violations is 0. The diode insertion count for antenna repair is 0. The routed wire length per instance is 15.0 um. The violation count after the first detailed-routing iteration is 108. The ratio of routed vias to standard cells is 5.35. The count of TritonRoute iterations in the first routing pass is 4. The routed design has 8.80 mm of wire.

Clock network
The maximum buffer depth of the clock tree is 2. The post-CTS clock slew at the launch and capture registers of the worst setup and hold paths is 30 ps. Hold repair after CTS inserted 0 buffers. The clock tree from TritonCTS is done.

The CTS log lists the clock sinks for this run as 4. The number of buffers created by CTS is 3. The total number of H-tree levels is 1. Clock tree synthesis selected as its root buffer the cell sky130_fd_sc_hd__clkbuf_8.

Flow run
In this run the maximum-capacitance check reported violations numbering 0. Warnings raised by the tools during the run amount to 41.

Global route
Per the GRT congestion report, total overflow comes to 0. The all-layer global routing usage is 25.2%. The number of global-route vias before repair came to 3,048. Entering global routing, the biggest net connects 12 pins. The initial antenna violation count is 0. The first global-routing pass estimated 14.4 mm of wire.

Outcome
The checks that failed: setup timing. The flow ran to the end, but the final reports show violations.
synthesized netlist by cell type, drive strengths merged, types with 9 or more instances:
library cell	count
ha	83
nand2	33
xor2	27
a21oi	26
xnor2	25
o21ai	24
nor2	22
inv	16
nor2b	11
nor3	9
nor4	9
stage by stage:
| stage | hold slack, ps | util, % | setup WS [ps] |
|---|---|---|---|
| 6_report | 194 | 66.4 | -1250 |
| 5_1_grt | 204 | 66.4 | -1410 |
| 4_1_cts | 195 | 64.6 | -1370 |
| 3_5_place_dp | 426 | 60.5 | -2010 |
| 3_3_place_gp | 421 | 60.5 | -2040 |
| 2_1_floorplan | -95.6 | - | -1160 |
how the worst max path moves through the flow:
stage | startpoint | to
6_report | my_pos_x[2] | op_move_left
5_1_grt | my_pos_x[2] | op_move_left
4_1_cts | my_pos_x[2] | op_move_left
metal layers:
layer	global-route usage [%]	vias up	share of wire [%]
met5	0	-	0
met1	36.9	1455	49
met4	2.88	0	2.0
met2	41.9	63	45
met3	2.17	13	3.5
li1	-	1603	-
cell type report:
class | count | area, um2
tap | 80 | 100
clock buffer | 3 | 41.3
sequential | 4 | 100
inverter | 16 | 75.1
timing repair buffer | 154 | 1310
multi-input combinational | 329 | 2850
fill | 557 | 2270
flip-flops by register name (all words and copies together) (netlist names):
register	flops
op_move_right	1
op_smash	1
op_jump	1
op_move_left	1
cell usage in the layout (no fill, tap or decap), drive strengths merged, types with 2 or more instances in the layout:
master	Yosys	routed
inv	16	16
ha	83	83
clkbuf	7	7
o21a	3	3
nor3	9	9
buf	7	113
xnor2	25	25
clkdlybuf4s15	0	5
o2111ai	2	2
nand3	4	4
nor2b	11	11
a211oi	5	5
a21o	6	6
xor2	27	27
nor2	22	22
o211ai	5	5
nand2	33	33
or4	2	2
and3	3	3
nand3b	2	2
nand4	7	7
a31oi	4	4
dfrtp	4	4
clkdlybuf4s50	0	28
nand2b	6	6
o21ai	24	24
nor4	9	9
dlymetal6s2s	0	3
a21oi	26	26
power by group through the flow:
stage,Sequential (mW),Clock [mW],Combinational [mW]
4_1_cts,0.186,0.348,2.02
5_1_grt,0.188,0.367,2.35
6_report,0.186,0.339,2.12
logic make-up after synthesis:
family,Yosys count,share of synthesized area (%)
compound gates,83,18.6
xor+xnor,52,16.4
fa+ha+maj,83,37.3
buf+inv,30,4.18
flops,4,3.60
mux,1,0.539
simple gates,110,19.5
repair_timing:
item,4_1_cts,5_1_grt
setup endpoints to repair,8,7
endpoints found under the hold margin,0,0
buffers inserted,9,4
pin swaps,40,39
gates cloned,1,0
resized,76,47
Power and IR drop assume default switching activity.
