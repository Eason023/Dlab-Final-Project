[config.mk]
export PLATFORM = sky130hd
export DESIGN_NAME = com_player_strong
export DESIGN_NICKNAME = com_player_strong
export VERILOG_FILES = /design/flow/design.v
export SDC_FILE = /design/flow/constraint.sdc
export NUM_CORES = 4
export LEC_CHECK = 1
export CORE_UTILIZATION = 30
[run.sh]
#!/bin/bash
# OpenROAD 26Q1-2900-gdf79404cd8, Yosys 0.63+post, stock flow scripts
make -C /OpenROAD-flow-scripts/flow DESIGN_CONFIG=/design/flow/config.mk WORK_HOME=/design/flow/orfs finish
[design.v]
module com_player_strong (
    input wire clk,
    input wire rst_n,
    input wire [9:0] ball_x,
    input wire [9:0] ball_y,
    input wire [9:0] my_pos_x, 
    input wire [9:0] my_pos_y,
    output reg op_move_left,
    output reg op_move_right,
    output reg op_jump,
    output reg op_smash
);
    localparam CENTER_X  = 10'd210;  
    localparam NET_X     = 10'd160;  
    localparam TOLERANCE = 10'd5;    
    always @(posedge clk or negedge rst_n) begin
        if (!rst_n) begin
            op_move_left  <= 0;
            op_move_right <= 0;
            op_jump       <= 0;
            op_smash      <= 0;
        end else begin
            op_move_left  <= 0;
            op_move_right <= 0;
            if (ball_x > NET_X) begin 
                if (ball_x > my_pos_x + TOLERANCE) 
                    op_move_right <= 1'b1;
                else if (ball_x < my_pos_x - TOLERANCE) 
                    op_move_left  <= 1'b1;
            end else begin 
                if (my_pos_x > CENTER_X + TOLERANCE) 
                    op_move_left  <= 1'b1;
                else if (my_pos_x < CENTER_X - TOLERANCE) 
                    op_move_right <= 1'b1;
            end
            if (ball_x > NET_X && 
               (ball_x > my_pos_x - 30 && ball_x < my_pos_x + 30) && 
               (ball_y < 10'd200)) begin
                op_jump <= 1'b1;
            end else begin
                op_jump <= 1'b0;
            end
            if ((ball_x > my_pos_x - 20 && ball_x < my_pos_x + 20) && 
                (ball_y > my_pos_y - 40 && ball_y < my_pos_y + 40)) begin
                op_smash <= 1'b1;
            end else begin
                op_smash <= 1'b0;
            end
        end
    end
endmodule
[constraint.sdc]
current_design com_player_strong

set clk_period 1.0
set clk_io_pct 0.2

create_clock -name clk0 -period $clk_period [get_ports {clk}]

set non_clock_inputs [all_inputs -no_clocks]
set_input_delay [expr $clk_period * $clk_io_pct] -clock clk0 $non_clock_inputs
set_output_delay [expr $clk_period * $clk_io_pct] -clock clk0 [all_outputs]
==> run summary <==
flow finished, numbers: placed inst area=4210 um^2, Hold Fails Final Rpt=0, area leader, netlist=ha_1, CP bufs+invs=3, Vias per Instance=4.88, row count=34, Area Overhead vs Synth=67.8%, Netlist cell types=40, Die H=98.3 um, Sink Count=4, total die size=9670 um^2, P_leak=0.00222 uW, Global Route Usage Sum=18.7%, yosys warns=1, # Cells Yosys=363, Worst slew margin=78.3%, I/O Buffers=45, Final min period=2.34 ns, total power=2740 uW, FFs w/ async S/R, synth=100%, Routability Congestion=0.924, Synth Instances=363, initial antenna violation count=0, slowest stage delay, CP=0.49 ns, highest clock rate=427 MHz, Clock Root Buffer=clkbuf_8, crit path launch type=primary input, Final ANT Viol Nets=0, critical path type=in -> reg, Crit. End Element=register, First DRT Iteration DRCs=95, commonest cells in the netlist=83 x ha_1, 33 x nand2_1, 27 x xor2_1, Max Cap Viol=0, cts bufs inserted=3, setup_tns=-5.00 ns, CP Cell Sequence=buf_12 > inv_12 > ha_4 > a21oi_2 > nand3b_1 > buf_4 > xor2_1 > ha_1 > nand4_1 > nor2_2 > and3_4 > a31oi_4 > or4_1 > o21ai_1, CTS Hold Bufs=0, status=finished with violations, sequential area share after synthesis=3.60%, clock slew at reported path FFs=0.03 ns, Synth Cell Area=2780 um^2, YS chip area=2780 um^2, Final period util=234%, IO Count=46, vias=3,121, Max VDD drop=0.254 mV, tool warnings=41, CP Max Fanout=3, DP HPWL=7.31 mm, slowest stage cell, crit path=or4_1, fraction of layout cells with a size suffix above 1=36.7%, Layout Cell Area excl Fill=4670 um^2, die width=98.3 um, vias in the first global route=3,073, Synth top cell by count=ha_1, Wirelength per Cell=13.9 um, post-synthesis register bit count=4, actual slew at the worst max-slew pin=0.318 ns, Routed WL=8.88 mm, htree depth=1, total gr overflow=0, Main synth FF type=dfrtp_1, first-pass GRT wire length=14.6 mm, failing checks=setup timing, EDFF count, synth=0, RSZ-0062 raised after global routing=true, critical path depth=14, Worst Path Required=1.14 ns, CTS tree=yes, number of setup violations in the final report=4, # DRC=0, diode count=0, Area leader share=37.3%, area of the core=8850 um^2, Init Core Util=31.5%, Longest Clk Path Bufs=2, Syn Area/Cell=7.67 um^2, Worst Slack Setup Final=-1.34 ns, drt pass-1 iters=6, Post-synth area hogs=ha_1 37%, xor2_1 8.5%, xnor2_1 7.9%, FILL cells=790, Top delay family on crit path=simple AND/OR/NAND/NOR gates, PD cells=587 nW/um^2, Hold Crit Class=in -> async, Slew Limit Fails=0, data arrival time of the worst path=2.48 ns, largest net degree at the start of global routing=13
## report_power, final
part | switching (uW) | total, uW | internal, uW
Clock | 74.6 | 330 | 256
Sequential | 4.05 | 185 | 181
Combinational | 1050 | 2230 | 1180
Total | 1130 | 2740 | 1620
## stage by stage
stage | util [%] | instances | hold slack [ns] | setup slack (ns)
2_1_floorplan | - | 363 | -0.0956 | -1.16
3_3_place_gp | 47.6 | 613 | 0.419 | -1.95
3_5_place_dp | 47.6 | 613 | 0.423 | -2.00
4_1_cts | 50.2 | 628 | 0.196 | -1.42
5_1_grt | 52.8 | 639 | 0.194 | -1.48
6_report | 52.8 | 639 | 0.190 | -1.34
## sequential cells by signal, summed over array words and instances, names as in the netlist
register	flops
op_jump	1
op_move_left	1
op_move_right	1
op_smash	1
## what timing repair did
| action | 4_1_cts | 5_1_grt |
|---|---|---|
| gates resized | 54 | 61 |
| endpoints found under the setup margin | 8 | 6 |
| setup buffers | 13 | 14 |
| pin swaps | 21 | 29 |
| cloned | 0 | 0 |
## cell type report
type / count / area (um^2) / area share, %
clock buffer: 3 / 41.3 / 0.884
timing repair buffer: 179 / 1470 / 31.6
tap: 108 / 135 / 2.89
inverter: 16 / 72.6 / 1.55
multi-input combinational: 329 / 2850 / 61.0
sequential: 4 / 100 / 2.14
## layout by cell type, fill, tap and decap left out, drive strengths merged, types with 2 or more instances in the layout
cell type / n
nor2: 22
nand2: 33
dlygate4sd2: 3
dfrtp: 4
a211oi: 5
nor4: 9
inv: 16
clkbuf: 7
o21a: 3
and3: 3
nand3: 4
o21ai: 24
a21oi: 26
o2111ai: 2
nand3b: 2
nor2b: 11
xnor2: 25
dlymetal6s2s: 4
ha: 83
xor2: 27
clkdlybuf4s50: 26
nor3: 9
nand4: 7
a31oi: 4
buf: 138
clkdlybuf4s15: 4
o211ai: 5
a21o: 6
or4: 2
nand2b: 6
## kinds of logic after synthesis
logic type	Yosys count	share of synthesized area, %
AND-OR/OR-AND	83	18.6
XOR/XNOR	52	16.4
adder cells (fa/ha/maj)	83	37.3
buffers and inverters	30	4.18
flip-flops	4	3.60
multiplexers	1	0.539
AND/OR/NAND/NOR	110	19.5
## per-layer routing
| layer | share of wire, % | vias up | wire length [um] | GRT usage [%] |
|---|---|---|---|---|
| met1 | 50 | 1402 | 4470 | 27.4 |
| met3 | 4.4 | 10 | 389 | 2.54 |
| met5 | 0 | - | 0 | 0 |
| li1 | - | 1650 | - | - |
| met2 | 44 | 59 | 3920 | 30.1 |
| met4 | 1.2 | 0 | 104 | 2.30 |
## final timing paths
check                       startpoint             to
max                        my_pos_x[2]   op_move_left
min                              rst_n        op_jump
max in group asynchronous        rst_n  op_move_right
min in group clk0          my_pos_x[5]  op_move_right
Power and IR drop assume default switching activity.
