[design/flow/config.mk]
export PLATFORM = sky130hd
export DESIGN_NAME = physic
export DESIGN_NICKNAME = physic
export VERILOG_FILES = /design/flow/design.v
export SDC_FILE = /design/flow/constraint.sdc
export NUM_CORES = 4
export LEC_CHECK = 1
export CORE_UTILIZATION = 30
[design/flow/constraint.sdc]
current_design physic

set clk_period 12.6
set clk_io_pct 0.2

create_clock -name clk0 -period $clk_period [get_ports {clk}]

set non_clock_inputs [all_inputs -no_clocks]
set_input_delay [expr $clk_period * $clk_io_pct] -clock clk0 $non_clock_inputs
set_output_delay [expr $clk_period * $clk_io_pct] -clock clk0 [all_outputs]
[design/flow/design.v]
module physic (
    input wire clk,
    input wire rst_n,
    input wire en,  
    input wire p1_move_left, p1_move_right, p1_jump, p1_smash,
    input wire p2_move_left, p2_move_right, p2_jump, p2_smash,
    input wire p1_cover, 
    input wire p2_cover, 
    output wire [9:0] p1_pos_x, p1_pos_y,
    output wire [9:0] p2_pos_x, p2_pos_y,
    output wire [9:0] ball_pos_x, ball_pos_y,
    output wire p1_is_smash,   
    output wire p2_is_smash,   
    output wire ball_is_smash,    
    output reg game_over,
    output reg [1:0] winner,
    output reg valid
);
    localparam signed [15:0] SCALE = 16'd64; 
    localparam signed [15:0] GRAVITY      = 16'd25;    
    localparam signed [15:0] JUMP_FORCE   = 16'd650;   
    localparam signed [15:0] MOVE_SPEED   = 16'd200;   
    localparam signed [15:0] SMASH_X      = 16'd500;   
    localparam signed [15:0] SMASH_Y      = 16'd100;  
    localparam signed [15:0] SMASH_g      = 16'd333;
    localparam signed [15:0] BOUNCE_Y     = -16'd750;  
    localparam signed [15:0] FRICTION = 16'd3;
    localparam signed [19:0] FRICTION_SPEED = 20'd400;
    localparam signed [15:0] SPEED_THRESHOLD = 16'd600; 
    localparam signed [19:0] FLOOR_Y      = 20'd480 * SCALE;
    localparam signed [19:0] SCREEN_W     = 20'd640 * SCALE;
    localparam signed [19:0] BALL_SIZE    = 20'd80  * SCALE;
    localparam signed [19:0] P_H          = 20'd128 * SCALE;
    localparam signed [19:0] P_W          = 20'd128 * SCALE;
    localparam signed [19:0] P1_HIT_START = 20'd64  * SCALE; 
    localparam signed [19:0] P1_HIT_END   = 20'd124 * SCALE;
    localparam signed [19:0] P2_HIT_START = 20'd4   * SCALE; 
    localparam signed [19:0] P2_HIT_END   = 20'd64  * SCALE;
    localparam signed [19:0] HIT_HEAD_H   = 20'd40 * SCALE;
    localparam signed [19:0] NET_H        = 20'd180 * SCALE;
    localparam signed [19:0] NET_X        = 20'd320 * SCALE;
    localparam signed [19:0] BALL_START_L = 20'd120 * SCALE;
    localparam signed [19:0] BALL_START_R = 20'd440 * SCALE;
    reg signed [19:0] p1_x, p1_y, p1_vy;
    reg signed [19:0] p2_x, p2_y, p2_vy;
    reg signed [19:0] ball_x, ball_y, ball_vx = 0, ball_vy = 0;
    reg p1_air, p2_air;
    reg [9:0] cooldown;  
    assign p1_pos_x = p1_x >>> 6;
    assign p1_pos_y = p1_y >>> 6;
    assign p2_pos_x = p2_x >>> 6;
    assign p2_pos_y = p2_y >>> 6;
    assign ball_pos_x = ball_x >>> 6;
    assign ball_pos_y = ball_y >>> 6;
    wire signed [19:0] next_ball_x = ball_x + ball_vx;
    wire signed [19:0] next_ball_y = ball_y + ball_vy + GRAVITY;
    wire p1_hit = (ball_x + BALL_SIZE > p1_x + P1_HIT_START) && (ball_x < p1_x + P1_HIT_END) &&
                  (ball_y + BALL_SIZE > p1_y) && (ball_y < p1_y + P_H);
    wire p2_hit = (ball_x + BALL_SIZE > p2_x + P2_HIT_START) && (ball_x < p2_x + P2_HIT_END) &&
                  (ball_y + BALL_SIZE > p2_y) && (ball_y < p2_y + P_H);
    wire signed [15:0] abs_ball_vx = (ball_vx < 0) ? -ball_vx : ball_vx;
    wire signed [15:0] abs_ball_vy = (ball_vy < 0) ? -ball_vy : ball_vy;
    assign ball_is_smash = (abs_ball_vx > SPEED_THRESHOLD) || (abs_ball_vy > SPEED_THRESHOLD);
    assign p1_is_smash = p1_hit && p1_smash;
    assign p2_is_smash = p2_hit && p2_smash;
    always @(posedge clk or negedge rst_n) begin
        if (!rst_n) begin
            p1_x <= 100 * SCALE; p1_y <= (480 - 128) * SCALE; p1_vy <= 0; p1_air <= 0;
            p2_x <= 520 * SCALE; p2_y <= (480 - 128) * SCALE; p2_vy <= 0; p2_air <= 0;
            ball_x <= BALL_START_L; 
            ball_y <= 50  * SCALE;
            ball_vx <= 0; ball_vy <= 0;
            game_over <= 0; winner <= 0; valid <= 0; cooldown <= 0;
        end 
        else if (en) begin  
            valid <= 1;
            if (p1_move_left && p1_x > 0) p1_x <= p1_x - MOVE_SPEED;
            if (p1_move_right && p1_x < (NET_X - P_W)) p1_x <= p1_x + MOVE_SPEED;
            if (p1_jump && !p1_air) begin p1_vy <= -JUMP_FORCE; p1_air <= 1; end
            else if (p1_air) begin
                p1_vy <= p1_vy + GRAVITY;  
                p1_y <= p1_y + p1_vy;
                if (p1_y >= FLOOR_Y - P_H && p1_vy > 0) begin  
                    p1_y <= FLOOR_Y - P_H; p1_vy <= 0; p1_air <= 0;
                end
            end
            if (p2_move_left && p2_x > (NET_X)) p2_x <= p2_x - MOVE_SPEED;
            if (p2_move_right && p2_x < (SCREEN_W - P_W)) p2_x <= p2_x + MOVE_SPEED;
            if (p2_jump && !p2_air) begin p2_vy <= -JUMP_FORCE; p2_air <= 1; end
            else if (p2_air) begin
                p2_vy <= p2_vy + GRAVITY;
                p2_y <= p2_y + p2_vy;
                if (p2_y >= FLOOR_Y - P_H && p2_vy > 0) begin
                    p2_y <= FLOOR_Y - P_H; p2_vy <= 0; p2_air <= 0;
                end
            end
            if (ball_vx > FRICTION_SPEED) begin
                ball_vx <= ball_vx - FRICTION; 
            end
            else if (ball_vx < -FRICTION_SPEED) begin
                ball_vx <= ball_vx + FRICTION;
            end
            ball_vy <= ball_vy + GRAVITY;
            ball_x <= ball_x + ball_vx;
            ball_y <= ball_y + ball_vy;
            if (cooldown > 0) cooldown <= cooldown - 1;
            else if (p1_hit || p2_hit) begin
                cooldown <= 15;  
                if (p1_hit) begin
                    if ((ball_y + (BALL_SIZE >>> 1)) < (p1_y + HIT_HEAD_H)) begin
                        ball_y <= p1_y - BALL_SIZE;  
                        if (p1_smash) begin
                            if(p1_air) begin
                                ball_vx <= SMASH_X + SMASH_X * ((p1_move_right)?2:1);
                                ball_vy <= SMASH_Y; 
                            end
                            else begin
                                ball_vx <= SMASH_g + SMASH_g * ((p1_move_right)?2:1);
                                ball_vy <= (-SMASH_g) + (-SMASH_g) * ((p1_move_right)?2:1);                                
                            end
                        end
                        else begin
                            if ((ball_x + (BALL_SIZE >>> 1)) > (p1_x + (P_W >>> 1))) 
                                ball_vx <= ball_vx + 5 * SCALE; 
                            else 
                                ball_vx <= ball_vx - 5 * SCALE;
                            if (ball_vy > -8*SCALE) ball_vy <= BOUNCE_Y;
                            else ball_vy <= -ball_vy;
                        end
                    end 
                    else begin
                        if ((ball_x + (BALL_SIZE >>> 1)) > (p1_x + (P_W >>> 1))) begin
                            ball_x <= p1_x + P1_HIT_END + 1;
                            ball_vx <= 16'd400;  
                        end else begin
                            ball_x <= p1_x + P1_HIT_START - BALL_SIZE - 1;
                            ball_vx <= -16'd400;  
                        end
                        if (ball_vy < 0) ball_vy <= 0; 
                    end
                end 
                else if (p2_hit) begin
                    if ((ball_y + (BALL_SIZE >>> 1)) < (p2_y + HIT_HEAD_H)) begin
                        ball_y <= p2_y - BALL_SIZE;
                        if (p2_smash) begin
                            if(p2_air) begin
                                ball_vx <= (-SMASH_X) + (-SMASH_X) * ((p2_move_left)?2:1);
                                ball_vy <= SMASH_Y; 
                            end
                            else begin
                                ball_vx <= (-SMASH_g) + (-SMASH_g) * ((p2_move_left)?2:1);
                                ball_vy <= (-SMASH_g) + (-SMASH_g) * ((p2_move_left)?2:1);
                            end
                        end
                        else begin
                            if ((ball_x + (BALL_SIZE >>> 1)) > (p2_x + (P_W >>> 1))) 
                                ball_vx <= ball_vx + 5 * SCALE;
                            else 
                                ball_vx <= ball_vx - 5 * SCALE;
                            if (ball_vy > -8*SCALE) ball_vy <= BOUNCE_Y;
                            else ball_vy <= -ball_vy;
                        end
                    end
                    else begin
                        if ((ball_x + (BALL_SIZE >>> 1)) > (p2_x + (P_W >>> 1))) begin
                            ball_x <= p2_x + P2_HIT_END + 1;
                            ball_vx <= 16'd400;
                        end else begin
                            ball_x <= p2_x + P2_HIT_START - BALL_SIZE - 1;
                            ball_vx <= -16'd400;
                        end
                        if (ball_vy < 0) ball_vy <= 0;
                    end
                end
            end
            if (ball_x <= 1) begin 
                ball_x <= 2; 
                ball_vx <= -ball_vx; 
            end
            else if (ball_x >= SCREEN_W - BALL_SIZE - 1) begin
                ball_x <= SCREEN_W - BALL_SIZE - 2;
                ball_vx <= -ball_vx;
            end
            if (ball_y >= FLOOR_Y - BALL_SIZE) begin
                game_over <= 1;
                winner <= (ball_x < NET_X) ? 2 : 1;
                ball_y <= FLOOR_Y - BALL_SIZE; ball_vx <= 0; ball_vy <= 0;
            end
            if(ball_y <= 0) begin
                ball_y <= 1;
                ball_vy <= - ball_vy;
            end
            if (next_ball_y + BALL_SIZE > FLOOR_Y - NET_H && next_ball_x + BALL_SIZE > NET_X - 3*SCALE && next_ball_x < NET_X + 3*SCALE) begin
                if ((ball_y + (BALL_SIZE >>> 1) + ((BALL_SIZE >>> 2))) < (FLOOR_Y - NET_H)) begin 
                    if (ball_vy > 0) begin
                        ball_vy <= -ball_vy; 
                    end
                end
                else begin  
                    if ((ball_x + (BALL_SIZE >>> 1)) < NET_X) begin 
                        if (ball_vx > 0) begin
                            ball_vx <= -ball_vx;
                            ball_x <= NET_X - 3*SCALE - BALL_SIZE - 2;
                        end
                    end
                    else begin 
                        if (ball_vx < 0) begin
                            ball_vx <= -ball_vx;
                            ball_x <= NET_X + 3*SCALE + 2;
                        end
                    end
                end
            end
            if (game_over) begin
                p1_x <= 100 * SCALE; p1_y <= (480 - 128) * SCALE; p1_vy <= 0; p1_air <= 0;
                p2_x <= 520 * SCALE; p2_y <= (480 - 128) * SCALE; p2_vy <= 0; p2_air <= 0;
                ball_y <= 50 * SCALE; 
                ball_vx <= 0; 
                ball_vy <= 0;
                if (winner == 1) ball_x <= BALL_START_R;
                else ball_x <= BALL_START_L;
                game_over <= 0;
            end
        end 
        else begin
            valid <= 0;
        end
    end
endmodule
[design/flow/run.sh]
#!/bin/bash
# OpenROAD 26Q1-2900-gdf79404cd8, Yosys 0.63+post, stock flow scripts
make -C /OpenROAD-flow-scripts/flow DESIGN_CONFIG=/design/flow/config.mk WORK_HOME=/design/flow/orfs finish
==> results.toml <==
# implementation run metrics
[setup_path]
crit_family = "AND-OR/OR-AND gates"
reg2regPathDepth = 23
cp.arrival_ns = 5.32
reg2reg_setup_slack_ns = 6.07
reg2reg_from = "p1_x[9]"
critPathMostFrequentCell = "a21oi_1"
critPathSlowestCell = "clkdlybuf4s50_1"
crit_path_end = "p1_is_smash"
setup.worst_path.start = "p1_x[9]"
endpoint_kind = "output pin"
reg2reg_to = "ball_vx[6]"
critPathMaxFanout = 24
slowest_delay_ns = 0.51
timing.critical_path.cells = "inv_1 > ha_1 > nand2_1 > a21oi_1 > nand2b_1 > nor2_1 > xnor2_1 > ha_1 > a21oi_1 > nand3_1 > a21oi_1 > o21ai_0 > o211ai_1 > o21ai_0 > nor3_2 > buf_4 > and2_1 > clkdlybuf4s50_1"
start_kind = "register"
cp.depth = 18
required_ns = 10.08
criticalPathCategory = "register to output pin"
path_buffers = 3

[floorplanning]
die_h_um = 310.9
rows = 112
chipWidth_um = 310.9
core_um2 = 93890
fp-utilization_pct = 30.49
dieArea_um2 = 96670
pin_count = 80

[placed_design]
place_congestion = 0.9914
place_hpwl_um = 81570
place_ws_ns = 5.478
portBuffers = 77

[clock_tree]
root_buffer = "clkbuf_16"
cts_buffers = 31
cts.sinks = 210
cts_hold_buf = 0
clkLatencyLatePin_ns = 0.65
cts.repair.resized = 0
clk_pin_slew_ns = 0.06
cts_buffer_depth = 3
postCtsSetupBuffers = 0
tritoncts = "built"
htree_levels = 1

[routing]
vias = 29214
finalWirelength_um = 110000
viasPerCell = 5.818
first_iter_violations = 2897
drc = 0
detail_route.wl_per_cell_um = 21.90
antenna_left = 0
antenna_cells = 0
firstDrtPassIters = 8

[synth]
netlist.area_leader.share_pct = 16.78
synth_chip_area_um2 = 28630
synth_stat.cells = 3830
simple_gate_share_pct = 21.42
netlist_area_um2 = 28630
postSynthSeqShare_pct = 18.43
topCombFamilyByArea = "AND-OR/OR-AND gates"
synth-xor-area-share_pct = 9.143
ys_sh_aoi_pct = 27.94
adder_share_pct = 14.88
postSynth.asyncResetShare_pct = 100.0
synth_area_leader_cell = "dfrtp_1"
yosysUniqueCellTypes = 105
syn_avg_cell_area_um2 = 7.475
synthCells = 3830
ys_warn_count = 1
ys.flops = 210
edf_count = 0
synthTopCellsByArea = "dfrtp_1 (17%), ha_1 (14%), xnor2_1 (6.4%)"
yosys_most_used_dff = "dfrtp_1"
mux_area_share_pct = 1.171

[final_timing]
fin_worst_skew_ns = 0.02323
max_clock_freq_mhz = 127.6
setup_slack_ns = 4.763
finalCritPeriodShare_pct = 62.20
setup_violations = 0
timing.final.crit_period_ns = 7.837
report.final.slew_viol_count = 0
rsz0062_at_grt = "no"
timing.final.hold_violations = 0
fin_tns_setup_ns = 0
relSlewSlack_pct = 28.30
whs_ns = 0.5202
worstMarginPinSlew_ns = 1.072

[global_routing]
grt_antenna_before_repair = 2
grt_pass1_vias = 26930
grt_pass1_wl_um = 166600
grt_max_degree = 49
grt.overflow.total = 0
grt_usage_pct = 22.39

[final_layout]
syn_to_final_growth_pct = 9.615
final_util_pct = 33.42
drive_above_1_share_pct = 5.389

[run_status]
status = "finished, final reports clean"

[flow_run]
maxCapViolCount = 0
log.warning_count = 79

[worst_hold_path]
holdCritPathClass = "register to register"
[kinds of logic (layout without fill, tap and decap cells)]
family,Yosys count,after routing
AND/OR/NAND/NOR,1262,1262
flip-flops,210,210
adder cells (fa/ha/maj),337,337
multiplexers,33,33
buffers and inverters,467,404
AND-OR/OR-AND,1223,1223
XOR/XNOR,298,298
[through the flow]
| stage | std cells | instance area (um^2) |
|---|---|---|
| after CTS | 5021 | 31380 |
| after detailed placement | 4963 | 30290 |
| after global placement | 4963 | 30290 |
| after global routing | 5021 | 31380 |
| final | 5021 | 31380 |
| after floorplan | 3830 | 28630 |
[cells in the mapped netlist (15+ instances only)]
| master | number |
|---|---|
| a2111oi_0 | 16 |
| a211oi_1 | 37 |
| a21o_1 | 66 |
| a21oi_1 | 276 |
| a221o_1 | 15 |
| a22o_1 | 28 |
| a22oi_1 | 30 |
| a31oi_1 | 51 |
| a32oi_1 | 15 |
| and2_1 | 23 |
| and3_1 | 42 |
| buf_1 | 20 |
| buf_4 | 60 |
| clkbuf_1 | 175 |
| dfrtp_1 | 192 |
| dfstp_2 | 18 |
| ha_1 | 330 |
| inv_1 | 194 |
| mux2i_1 | 29 |
| nand2_1 | 404 |
| nand2b_1 | 33 |
| nand3_1 | 113 |
| nand4_1 | 45 |
| nor2_1 | 276 |
| nor2b_1 | 32 |
| nor3_1 | 119 |
| nor3b_1 | 31 |
| nor4_1 | 38 |
| o211ai_1 | 37 |
| o21a_1 | 23 |
| o21ai_0 | 302 |
| o21bai_1 | 19 |
| o221ai_1 | 29 |
| o22ai_1 | 68 |
| o31ai_1 | 37 |
| or2_2 | 15 |
| or3_1 | 26 |
| xnor2_1 | 210 |
| xor2_1 | 87 |
[sequential cells by signal, indices dropped and copies added (netlist names)]
signal     flops
p1_air         1
winner         2
p1_vy         20
p2_y          20
p2_x          17
ball_x        20
p2_vy         20
valid          1
ball_vx       20
game_over      1
p1_y          20
cooldown      10
ball_y        20
p2_air         1
p1_x          17
ball_vy       20
[cell type report]
type | instances | area (um^2)
Timing Repair Buffer | 144 | 1274
Fill cell | 9834 | 62510
Tap cell | 1254 | 1569
Inverter | 202 | 758.2
Clock inverter | 13 | 195.2
Multi-Input combinational cell | 3153 | 21410
Clock buffer | 45 | 898.4
Sequential cell | 210 | 5279
[how the worst min path moves through the flow]
stage	startpoint	end	depth (start not counted)
after global routing	cooldown[0]	cooldown[0]	1
after CTS	cooldown[0]	cooldown[0]	1
final	cooldown[2]	cooldown[2]	2
[cells in the final DEF (no fill, tap or decap), types with 42 or more instances in the layout]
master	instances
buf_4	67
o21ai_0	298
a21o_1	66
xnor2_1	210
a21oi_1	273
a31oi_1	51
nand2_1	404
o22ai_1	68
inv_1	193
xor2_1	87
nand4_1	45
ha_1	330
nand3_1	113
nor3_1	118
nor2_1	274
dfrtp_1	191
and3_1	42
clkdlybuf4s50_1	75
[layer usage]
layer / global-route usage, % / vias up / part of all wire, %
li1: - / 13905 / -
met1: 32.95 / 13812 / 45
met3: 4.464 / 233 / 9.1
met4: 6.001 / 4 / 3.1
met5: 0 / - / 0.025
met2: 33.59 / 1260 / 43
[worst register-to-register path, stage by stage (launching register included)]
cell	delay, ns
dfrtp_1	0.47
inv_1	0.29
ha_1	0.32
nand2_1	0.12
a21oi_1	0.30
nand2b_1	0.21
nor2_1	0.07
xnor2_1	0.21
ha_1	0.28
a21oi_1	0.14
nand3_1	0.10
a21oi_1	0.12
o21ai_0	0.12
o211ai_1	0.38
o21ai_0	0.22
or3_1	0.42
buf_4	0.28
a21oi_4	0.76
buf_4	0.61
nor2_1	0.12
o31ai_1	0.30
o21a_1	0.14
o21ai_0	0.09
a221o_1	0.33
